<file path="design/flow/design.v">
module MEM (PCout,alu_outWB,PCsrc,RegWriteOut,MemtoRegOut,destinoWrOut,zero,alu_outMEM,destinoWrIn,RegWriteIn,MemtoRegIn,BranchIn,PCin,jump);
  input jump,zero,RegWriteIn,MemtoRegIn,BranchIn;
  input [31:0] alu_outMEM,PCin;
  input [3:0] destinoWrIn;
  output RegWriteOut,MemtoRegOut,PCsrc;
  output [3:0] destinoWrOut;
  output [31:0] PCout,alu_outWB;
  assign alu_outWB=alu_outMEM;
  assign PCout=jump?alu_outMEM:PCin;
  assign PCsrc=jump?BranchIn:(BranchIn&zero);
  assign RegWriteOut=RegWriteIn;
  assign MemtoRegOut=MemtoRegIn;
  assign destinoWrOut=destinoWrIn;
endmodule
</file>
<file path="design/flow/run.sh">
#!/bin/bash
# OpenROAD 26Q1-2900-gdf79404cd8, Yosys 0.63+post, stock flow scripts
make -C /OpenROAD-flow-scripts/flow DESIGN_CONFIG=/design/flow/config.mk WORK_HOME=/design/flow/orfs finish
</file>
<file path="design/flow/config.mk">
export PLATFORM = sky130hd
export DESIGN_NAME = MEM
export DESIGN_NICKNAME = MEM
export VERILOG_FILES = /design/flow/design.v
export SDC_FILE = /design/flow/constraint.sdc
export NUM_CORES = 4
export LEC_CHECK = 1
export CORE_AREA = 10 10 71 71
export DIE_AREA = 0 0 81 81
</file>
<file path="design/flow/constraint.sdc">
current_design MEM

set clk_period 1.0
set clk_io_pct 0.2

create_clock -name clk0 -period $clk_period

set non_clock_inputs [all_inputs -no_clocks]
set_input_delay [expr $clk_period * $clk_io_pct] -clock clk0 $non_clock_inputs
set_output_delay [expr $clk_period * $clk_io_pct] -clock clk0 [all_outputs]
</file>
==> Changelog: implementation <==
## Implementation

- Vias in the first global route: 963
- Pin count of the biggest net entering global routing: 9
- WS Path Type: primary input to primary output
- Die area: 0.00656 mm2
- OpenROAD warnings: 34
- Yosys warning tally: 0
- Final setup TNS: -2860 ps
- Hpwl dp: 3330 um
- Most common logic cells in the final layout: 76 x dlygate4sd2_1, 32 x mux2_4, 23 x buf_6, 16 x buf_2
- RSZ-0062 raised after global routing: yes
- Total Wirelength: 3740 um
- Worst path bufs/invs: 4
- Cells after synthesis: 75
- First-pass iteration count of the detailed router: 4
- Leakage: 1.11 nW
- Final max-slew violation count: 0
- CP Max Fanout: 7
- Core Region: 0.00363 mm2
- First-pass GRT wire length: 5340 um
- Antenna diodes: 0
- Hold Crit Class: primary input to primary output
- Grt ovf: 0
- Finished Core Util: 54.0%
- Die Span Y: 81 um
- Initial Utilization: 22.9%
- Max stage delay on crit path: 290 ps
- DR vias: 868
- Worst-margin pin slew: 75.3 ps
- # setup viols final: 32
- Worst setup SP type: primary input
- DR vias/cell: 3.82
- Critical Path AT: 980 ps
- VDD IR max: 0.177 mV
- Fin. Hold Viols: 0
- Die width: 81 um
- Clock buf count: 0
- Worst path top cell family by delay: buffers and inverters
- DR WL/cell: 16.5 um
- Status: finished, violations left
- Ys cells: 75
- Initial antenna violation count: 0
- Critical Path Most Common Cell: buf_12
- CP Cell Sequence: buf_12 -> buf_12 -> buf_12 -> mux2_4 -> buf_6
- DRC violations left: 0
- PortBufs: 132
- Failing checks: negative setup slack
- PnR worst setup slack: -185 ps
- RD Place Congestion: 0.808
- Area Overhead vs Synth: 135%
- Fmax: 0.844 GHz
- Crit. End Element: primary output
- Max_slew headroom: 95.0%
- Synthesized cell area: 833 um2
- Yosys chip area: 833 um2
- Crit path DRT: 800 ps
- Commonest Layout Cell: dlygate4sd2_1
- P per Cell Area: 375 mW/mm2
- Seq cells: 0
- Synthesized area per cell: 11.1 um2
- DR iter-0 viols: 7
- MaxCap Viol Count: 0
- Slowest CP cell: mux2_4
- Register area: 0 um2
- I/O Pins: 144
- Share of cells above drive strength 1: 50.3%
- FP Rows: 22
- Min Tclk post-route: 1180 ps
- Sequential share of the synthesized area: 0%
- CTS Hold Bufs: 0
- Tot GR Track Use: 10.2%
- Tcrit/Tclk final: 118%
- Final ANT Viol Nets: 0
- Unique cell types: 6
## through the flow
step | cell area, um2 | setup WS [ps] | cells | hold slack [ps] | power, mW
after floorplan | 833 | 61.7 | 75 | 461 | 0.296
after global placement | 1930 | -546 | 220 | 400 | 0.825
after detailed placement | 1930 | -541 | 220 | 400 | 0.826
after CTS | 1880 | -189 | 226 | 400 | 0.716
after global routing | 1960 | -200 | 227 | 400 | 0.796
final | 1960 | -185 | 227 | 400 | 0.736
## Yosys cell counts
cell type  count  area (um2)
mux2_4        29         435
buf_6          1        11.3
mux2_2         3        33.8
o21a_1         1        7.51
buf_12         3        60.1
buf_4         38         285
## repair_timing
action | in CTS | in global routing
setup buffers | 4 | 1
endpoints found under the setup margin | 65 | 32
pin swaps | 1 | 0
gates cloned | 2 | 0
gates resized | 237 | 18
## cell families (layout without fill, tap and decap cells)
logic type | Yosys count | in the layout | synth area share (%)
compound gates | 1 | 1 | 0.901
buf+inv | 42 | 146 | 42.8
mux | 32 | 32 | 56.3
## per-layer routing
layer  GRT usage [%]  share of wire (%)  vias to the layer above
li1                -                  -                      432
met1            10.1                 32                      382
met2            20.2                 56                       52
met3            4.23                 13                        2
met4           0.173               0.13                        0
met5               0                  0                        -
## power by group
group          switching [mW]  internal [mW]
Combinational           0.167          0.569
Clock                       0              0
Sequential                  0              0
Total                   0.167          0.569
## layout make-up
class              count  area, um2
repair buffers       146       1410
fillers              342       1670
multi-input cells     33        488
well taps             48       60.1
## path summary, 6_finish.rpt
kind,cells past startpoint,to,from,slack [ps]
hold / removal,0,RegWriteOut,RegWriteIn,400
setup / recovery,5,PCout[12],jump,-180
Power and IR drop assume default switching activity.
